==> design/flow/design.v <==
`timescale 1ns / 1ps
module Freq(
    input clkin,
    output reg clkout
    );
	initial begin
		clkout = 1'b0;
	end
	reg [31:0] cnt=32'd0;
	always@(posedge clkin) begin
		if(cnt==32'd2500) begin
			cnt<=32'd0;
			clkout<=~clkout;
		end else begin
			cnt<=cnt+1;
		end
	end
endmodule
`timescale 1ns / 1ps
module BCDto7(
    input [3:0] BCD,
    output reg[6:0] seg
    );
	always@(BCD) begin
		case(BCD)
			4'd0: seg = 7'b0111111;
			4'd1: seg = 7'b0000110;
			4'd2: seg = 7'b1011011;
			4'd3: seg = 7'b1001111;
			4'd4: seg = 7'b1100110;
			4'd5: seg = 7'b1101101;
			4'd6: seg = 7'b1111101;
			4'd7: seg = 7'b0000111;
			4'd8: seg = 7'b1111111;
			4'd9: seg = 7'b1101111;
			4'd10: seg = 7'b1110111;
			4'd11: seg = 7'b1011110;
			4'd12: seg = 7'b0111001;
			4'd13: seg = 7'b1001110;
			4'd14: seg = 7'b1111001;
			4'd15: seg = 7'b1110001;
			default: seg = 7'd0;
		endcase
	end
endmodule
`timescale 1ns / 1ps
module cpu(
        input [7:0] instruction,
        input clk50,
        input reset,
        output [7:0] address,
        output [6:0] bcd10,
        output [6:0] bcd1
        );
reg [7:0] data [31:0];
reg [7:0] register [3:0]; 
reg [7:0] pc;
reg [7:0] writereg;
integer i;
initial begin
    for (i=0;i<16;i=i+1) begin
        data[i] = i;
        data[i+16] = -i;
    end
    for(i=0;i<4;i=i+1) begin
        register[i] = 0;
    end
    pc = 0;
    writereg =0;
end
Freq T0(clk50, clk);
always@(posedge clk, posedge reset)
    begin
    if(reset) begin
        for (i=0;i<16;i=i+1) begin
            data[i] = i;
            data[i+16] = -i;
        end
        for(i=0;i<4;i=i+1) begin
            register[i] = 0;
        end
        pc = 0;
        writereg =0;		
    end else begin
        case(instruction[7:6])
            2'b00: begin register[instruction[1:0]] = register[instruction[3:2]] + register[instruction[5:4]];
            writereg = register[instruction[1:0]];
            end
            2'b01: begin
                register[instruction[3:2]]  = data[register[instruction[5:4]] + instruction[1:0]];
                writereg = register[instruction[3:2]];
            end
            2'b10: data[register[instruction[5:4]] + instruction[1:0]] = register[instruction[3:2]];
            2'b11: begin
                if (instruction[1]) begin
                    pc = pc + instruction[0] - 2;
                end else begin
                    pc = pc + instruction[1:0];
                end
            end
        endcase
        pc = pc + 1;
    end
end
assign address = pc;
BCDto7 T1(writereg[7:4], bcd10);
BCDto7 T2(writereg[3:0], bcd1);
endmodule
==> design/flow/run.sh <==
#!/bin/bash
# OpenROAD 26Q1-2900-gdf79404cd8, Yosys 0.63+post, stock flow scripts
make -C /OpenROAD-flow-scripts/flow DESIGN_CONFIG=/design/flow/config.mk WORK_HOME=/design/flow/orfs finish
==> design/flow/config.mk <==
export PLATFORM = sky130hd
export DESIGN_NAME = cpu
export DESIGN_NICKNAME = cpu
export VERILOG_FILES = /design/flow/design.v
export SDC_FILE = /design/flow/constraint.sdc
export NUM_CORES = 4
export LEC_CHECK = 1
export CORE_UTILIZATION = 40
==> design/flow/constraint.sdc <==
current_design cpu

set clk_period 9.1
set clk_io_pct 0.2

create_clock -name clk0 -period $clk_period [get_ports {clk50}]

set non_clock_inputs [all_inputs -no_clocks]
set_input_delay [expr $clk_period * $clk_io_pct] -clock clk0 $non_clock_inputs
set_output_delay [expr $clk_period * $clk_io_pct] -clock clk0 [all_outputs]
==> run summary <==
Run status -> finished, final reports clean
Grt ovf -> 0
Total GRT Usage -> 0.2317
LEAKAGE -> 7.566 nW
PortBufs -> 31
Core area -> 45280 um^2
Post-Route Setup TNS -> 0 ns
Drc violations -> 0
Worst path max stage delay -> 0.41 ns
Clk buf depth -> 2
I/O Pins -> 32
Fin crit share -> 0.2770
Detail Route Antenna Nets -> 0
Log Warnings -> 39
DRT Pass-1 Iters -> 5
Most Frequent Cell on Critical Path -> nor2_1
WP data required -> 9.26 ns
Worst Setup SP -> T0.cnt[2]
Max VDD drop -> 0.00006429 V
Layout cells sized above 1 -> 0.3152
FP Core Util -> 0.4041
Htree depth -> 2
Setup-failing EPs final -> 0
Worst-path clk slew -> 0.05 ns
Top cells excl fill/tap -> 240 x mux2_2, 180 x dfrtp_1, 124 x dfstp_2
Part of the power in combinational logic -> 0.619
Synth warn -> 6
Detailed Place HPWL -> 35620 um
Crit-path cells -> and3_1 -> and2_1 -> nand4_1 -> nor2_1 -> nand2_1 -> nor2_1 -> nand3_1 -> nor2_1 -> nand4_1 -> xnor2_1
Hold Path Class -> reg -> reg
Worst-Skew Late Latency -> 0.27 ns
RR Startpoint -> T0.cnt[2]
Syn_area_per_cell -> 11.26 um^2
Register pins left without a clock -> 304
Worst-path fanout max -> 5
RSZ-0062 raised after global routing -> false
Initial antenna violation count -> 1
Cts hold-fix bufs -> 0
Max-Cap Viols -> 0
DR WL/cell -> 23.22 um
Routability Congestion -> 0.9664
Worst slew pin tran -> 0.9117 ns
Seq cells post-synth -> 337
Crit path capture type -> flop
Reg power frac -> 0.190
Mapped Cells -> 1625
Post CTS Setup Buffer Count -> 0
CP startpoint kind -> flop
Root Buffer -> clkbuf_16
Synth Flop Type -> dfrtp_1
Internal Pwr Total -> 0.0004131 W
Largest net degree at the start of global routing -> 82
Vias in the first global route -> 13110
Flip-flops with a built-in enable -> 1
Clock Power Share -> 0.190
Total Wirelength -> 51460 um
Dominant logic cell type in the layout -> mux2_2
Yosys cell types -> 113
Row cnt -> 78
Slew headroom -> 0.3889
Final worst slack -> 6.580 ns
Minimum clock period after layout -> 2.520 ns
Inserted Clock Buffers -> 5
Mapped Area -> 18300 um^2
Seq/Total Area, Yosys -> 0.4609
Hold Vio Cnt, Final -> 0
Sw power -> 0.0003987 W
Yosys Chip Area -> 18300 um^2
Buf/Inv on CP -> 0
Cts repair resizes -> 0
Pre-CTS worst setup slack -> 6.739 ns
Via Count -> 13390
Die Size -> 46610 um^2
Slowest cell on the critical path -> dfxtp_1
Clk_skew -> 0.003057 ns
Pwr/cell area -> 41.75 nW/um^2
Die height -> 215.9 um
Largest delay contributor family on the critical path -> simple AND/OR/NAND/NOR gates
DRT iter0 DRCs -> 1016
Share of flip-flops with an asynchronous set or reset -> 0.9021
Max-slew violation count -> 0
TritonCTS clock tree -> yes
Crit path DAT -> 2.68 ns
DR vias/cell -> 6.043
First-pass GRT wire length -> 79890 um
Yosys stat cell total -> 1625
Fmax -> 396.8 MHz
Setup CP Type -> reg -> reg
Switching Share -> 0.4911
Startpoint of the worst hold path -> T0.cnt[31]
Die X -> 215.9 um
Endpoints left unconstrained -> 326
Area grow syn2layout -> 6.263%
## final timing paths
path                                   end  slack, ns  depth (start not counted)
worst max register to register  T0.cnt[31]       6.58                         10
worst min register to register  T0.cnt[31]       0.48                          1
worst min-delay path            T0.cnt[31]       0.48                          1
worst max-delay path            T0.cnt[31]       6.58                         10
## per-layer routing
layer / GRT usage / vias up / wire length, um
met5: 0 / - / 0
met4: 0.04374 / 0 / 1066
met3: 0.04752 / 62 / 3797
met2: 0.3434 / 497 / 23190
met1: 0.3664 / 6849 / 23410
li1: - / 5983 / -
## cell type report
cell class              count  area (um^2)
clock buffers               8        136.4
fillers                  4218        25840
inverters                  28        115.1
repair buffers             78        663.1
well taps                 600        750.7
multi-input cells        1164         9344
diodes                      1        2.502
flip-flops and latches    337         8433
## cells by family after synthesis
family,count (synthesis),synth area share
AOI/OAI and AO/OA,324,0.1340
xor gates and xnor gates,53,0.02578
adders and majority gates,32,0.02311
buffers and inverters,124,0.02892
DFF,337,0.4609
muxes,321,0.2076
and+or+nand+nor,434,0.1198
## through the flow
step | utilization | cells | power, W | area (um^2) | hold slack (ns)
final | 0.4294 | 2216 | 0.0008118 | 19440 | 0.4818
after global routing | 0.4293 | 2215 | 0.0008531 | 19440 | 0.5026
after CTS | 0.4293 | 2215 | 0.0008093 | 19440 | 0.4800
after detailed placement | 0.4263 | 2207 | 0.0006539 | 19310 | 0.4676
after global placement | 0.4263 | 2207 | 0.0006531 | 19310 | 0.4649
after floorplan | - | 1625 | 0.0004877 | 18300 | 0.4350
## power groups by stage
stage / sequential, W / combinational (W) / clock, W
after CTS: 0.000155 / 0.000498 / 0.000157
final: 0.000155 / 0.000503 / 0.000154
after global routing: 0.000154 / 0.000536 / 0.000163
## state kept, by name, summed over array words and instances, names as in the netlist
name       cells
T0.clkout      1
T0.cnt        32
data         256
pc             8
register      32
writereg       8
## worst register-to-register path: cells and delay by family (launching register included)
kind                      cells  cell delay, ns
DFF                           1            0.41
and+or+nand+nor               9            1.86
xor gates and xnor gates      1            0.15
## synth_stat cells (all sizes together), types with 6 or more instances
| cell type | count | area [um^2] |
|---|---|---|
| clkbuf | 69 | 259.0 |
| dfxtp | 32 | 640.6 |
| xor2 | 17 | 148.9 |
| a211oi | 15 | 152.6 |
| a32o | 8 | 80.08 |
| nand2b | 7 | 43.79 |
| o21a | 6 | 46.30 |
| xnor2 | 36 | 322.8 |
| nor4 | 12 | 81.33 |
| a22o | 6 | 52.55 |
| ha | 29 | 362.9 |
| dfstp | 124 | 3258 |
| nor2b | 12 | 82.58 |
| o22ai | 16 | 100.1 |
| nand2 | 114 | 430.4 |
| nor3 | 36 | 226.5 |
| nor2 | 120 | 473.0 |
| nand4 | 20 | 131.4 |
| dfrtp | 180 | 4504 |
| a21oi | 105 | 589.3 |
| a31oi | 8 | 71.32 |
| nor3b | 6 | 45.04 |
| mux4 | 17 | 382.9 |
| nand3 | 52 | 270.3 |
| a32oi | 18 | 157.7 |
| a221o | 15 | 150.1 |
| mux2i | 32 | 349.1 |
| a22oi | 24 | 180.2 |
| inv | 27 | 103.9 |
| buf | 27 | 162.7 |
| or2 | 7 | 43.80 |
| o31ai | 7 | 57.55 |
| and3 | 18 | 117.6 |
| mux2 | 272 | 3067 |
| and2 | 9 | 56.30 |
| o21ai | 39 | 202.7 |
No activity file was given, so power comes from the tool's default toggle rates.
